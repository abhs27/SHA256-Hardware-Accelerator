==> flow/design.v <==
`timescale 1ns/1ns 
module s0(
    input  wire [31:0] X,
    output wire [31:0] Y);
    assign Y = ( {X[6:0],X[31:7]} ^ {X[17:0],X[31:18]} ^ X>>3 );
endmodule
module s1(
    input  wire [31:0] X,
    output wire [31:0] Y);
    assign Y = ( {X[16:0],X[31:17]} ^ {X[18:0],X[31:19]} ^ X>>10 );
endmodule
module w_new_calc(
    input wire  [31:0] w_16,
    input wire  [31:0] w_15,
    input wire  [31:0] w_7,
    input wire  [31:0] w_2,
    output wire [31:0] w_new);
    wire [31:0] temp1, temp2;
    s0 s0(
        .X(w_15) ,
        .Y(temp1));
    s1 s1(
        .X(w_2)  ,
        .Y(temp2));
    assign w_new = temp1 + temp2 + w_16 + w_7;
endmodule
module shapipe(
    input wire [0:511] message,
    input wire clk,
    input wire reset,
    output reg ready,
    output wire [255:0] hashvalue);
    wire [31:0] k[0:63];
    assign k[00] = 32'h428a2f98;
    assign k[01] = 32'h71374491;
    assign k[02] = 32'hb5c0fbcf;
    assign k[03] = 32'he9b5dba5;
    assign k[04] = 32'h3956c25b;
    assign k[05] = 32'h59f111f1;
    assign k[06] = 32'h923f82a4;
    assign k[07] = 32'hab1c5ed5;
    assign k[08] = 32'hd807aa98;
    assign k[09] = 32'h12835b01;
    assign k[10] = 32'h243185be;
    assign k[11] = 32'h550c7dc3;
    assign k[12] = 32'h72be5d74;
    assign k[13] = 32'h80deb1fe;
    assign k[14] = 32'h9bdc06a7;
    assign k[15] = 32'hc19bf174;
    assign k[16] = 32'he49b69c1;
    assign k[17] = 32'hefbe4786;
    assign k[18] = 32'h0fc19dc6;
    assign k[19] = 32'h240ca1cc;
    assign k[20] = 32'h2de92c6f;
    assign k[21] = 32'h4a7484aa;
    assign k[22] = 32'h5cb0a9dc;
    assign k[23] = 32'h76f988da;
    assign k[24] = 32'h983e5152;
    assign k[25] = 32'ha831c66d;
    assign k[26] = 32'hb00327c8;
    assign k[27] = 32'hbf597fc7;
    assign k[28] = 32'hc6e00bf3;
    assign k[29] = 32'hd5a79147;
    assign k[30] = 32'h06ca6351;
    assign k[31] = 32'h14292967;
    assign k[32] = 32'h27b70a85;
    assign k[33] = 32'h2e1b2138;
    assign k[34] = 32'h4d2c6dfc;
    assign k[35] = 32'h53380d13;
    assign k[36] = 32'h650a7354;
    assign k[37] = 32'h766a0abb;
    assign k[38] = 32'h81c2c92e;
    assign k[39] = 32'h92722c85;
    assign k[40] = 32'ha2bfe8a1;
    assign k[41] = 32'ha81a664b;
    assign k[42] = 32'hc24b8b70;
    assign k[43] = 32'hc76c51a3;
    assign k[44] = 32'hd192e819;
    assign k[45] = 32'hd6990624;
    assign k[46] = 32'hf40e3585;
    assign k[47] = 32'h106aa070;
    assign k[48] = 32'h19a4c116;
    assign k[49] = 32'h1e376c08;
    assign k[50] = 32'h2748774c;
    assign k[51] = 32'h34b0bcb5;
    assign k[52] = 32'h391c0cb3;
    assign k[53] = 32'h4ed8aa4a;
    assign k[54] = 32'h5b9cca4f;
    assign k[55] = 32'h682e6ff3;
    assign k[56] = 32'h748f82ee;
    assign k[57] = 32'h78a5636f;
    assign k[58] = 32'h84c87814;
    assign k[59] = 32'h8cc70208;
    assign k[60] = 32'h90befffa;
    assign k[61] = 32'ha4506ceb;
    assign k[62] = 32'hbef9a3f7;
    assign k[63] = 32'hc67178f2;
    wire [31:0] h0, h1, h2, h3, h4, h5, h6, h7;
    assign h0 = 32'h6a09e667;
    assign h1 = 32'hbb67ae85;
    assign h2 = 32'h3c6ef372;
    assign h3 = 32'ha54ff53a;
    assign h4 = 32'h510e527f;
    assign h5 = 32'h9b05688c;
    assign h6 = 32'h1f83d9ab;
    assign h7 = 32'h5be0cd19;    
    reg [31:0] w[0:63];
    wire [31:0] temp1, temp2;
    reg [6:0] count_1, count16_1, count15_1, count7_1, count2_1;
    reg [6:0] count_2, count16_2, count15_2, count7_2, count2_2;
    reg done;
    w_new_calc w_new_calc1(
        .w_16 (w[count16_1]),
        .w_15 (w[count15_1]),
        .w_7  (w[count7_1] ),
        .w_2  (w[count2_1] ),
        .w_new(temp1));    
    w_new_calc w_new_calc2(
        .w_16 (w[count16_2]),
        .w_15 (w[count15_2]),
        .w_7  (w[count7_2] ),
        .w_2  (w[count2_2] ),
        .w_new(temp2));    
    reg [31:0] w_new1, w_new2;
    always @(*) begin
        if(done == 1'b1) begin w_new2 = w[63]; w_new1 = w[62]; end
        else             begin w_new2 = temp2; w_new1 = temp1; end
    end
    integer i;    
    always @(posedge clk) begin
        if(reset) begin
            count16_1   <= 7'd0;
            count15_1   <= 7'd1;
            count7_1    <= 7'd9;
            count2_1    <= 7'd14;
            count_1     <= 7'd16;
            count16_2   <= 7'd1;
            count15_2   <= 7'd2;
            count7_2    <= 7'd10;
            count2_2    <= 7'd15;
            count_2    <= 7'd17;
            for(i = 0; i < 16; i++) begin
                w[i] <= message[32*i +: 32];
            end
            for(i = 16; i < 64; i++)
                w[i] <= 32'b0;
        end
        else begin
            count2_1    <= count2_1    + 2;
            count7_1    <= count7_1    + 2;
            count15_1   <= count15_1   + 2;
            count16_1   <= count16_1   + 2;
            count2_2    <= count2_2    + 2;
            count7_2    <= count7_2    + 2;
            count15_2   <= count15_2   + 2;
            count16_2   <= count16_2   + 2;
            w[count_1]  <= w_new1;
            w[count_2]  <= w_new2;
            if(count_2 == 7'd63) begin 
                count_1 <= count_1; 
                count_2 <= count_2;     
                done <= 1'b1; 
            end
            else begin 
                count_1 <= count_1 + 2; 
                count_2 <= count_2 + 2;
                done <= 1'b0; 
            end
        end
    end
    reg [6:0] count_hash1, count_hash2;
    reg reset_hash;
    always @(posedge clk) reset_hash <= reset;
    reg ready_dash;
    always @(posedge clk) begin
        if(reset_hash) begin
            count_hash1   <= 7'd0;
            count_hash2   <= 7'd1;
            ready_dash   <= 1'b0;
        end
        else begin
            if(count_hash1 == 7'd62) begin 
                count_hash1 <= count_hash1; 
                count_hash2 <= count_hash2;
                ready_dash <= 1'b1;
            end
            else begin 
                count_hash1 <= count_hash1 + 2;
                count_hash2 <= count_hash2 + 2;
                ready_dash <= 1'b0;
            end
        end
    end
    always @(posedge clk) begin
        ready <= ready_dash;
    end
    wire select;
    assign select = ~ready;
    reg [31:0] w_value1, w_value2, k_value1, k_value2;
    always @(posedge clk) begin
        if(reset_hash) begin
            w_value1 <= w[0];
            w_value2 <= w[1];
            k_value1 <= k[0];
            k_value2 <= k[1];
        end
        else begin
            if(count_hash1 <= 7'd60) begin
                w_value1 <= w[count_hash1+2];
                w_value2 <= w[count_hash2+2];
                k_value1 <= k[count_hash1+2];
                k_value2 <= k[count_hash2+2];
            end
            else begin
                w_value1 <= 32'b0;
                w_value2 <= 32'b0;
                k_value1 <= 32'b0;
                k_value2 <= 32'b0;
            end
        end
    end
    reg reset_hash_dash;
    always @(posedge clk) reset_hash_dash <= reset_hash;
    hash_output hash(
        .reset(reset_hash_dash),
        .w_i1(w_value1),
        .w_i2(w_value2),
        .k_i1(k_value1),
        .k_i2(k_value2),
        .select(select),
        .clk(clk),
        .h0(h0),
        .h1(h1),
        .h2(h2),
        .h3(h3),
        .h4(h4),
        .h5(h5),
        .h6(h6),
        .h7(h7),
        .hashvalue(hashvalue));
endmodule
module hash_output(
    input reset,
    input [31:0] w_i1,
    input [31:0] w_i2,
    input [31:0] k_i1,
    input [31:0] k_i2,
    input clk,
    input select,
    input [31:0] h0,
    input [31:0] h1,
    input [31:0] h2,
    input [31:0] h3,
    input [31:0] h4,
    input [31:0] h5,
    input [31:0] h6,
    input [31:0] h7,
    output [255:0] hashvalue);
    reg [31:0] a, b, c, d, e, f, g, h;
    wire [31:0] a_dash, b_dash, e_dash, f_dash;
    wire [31:0] p1, p2, p3, p4, p5;
    wire [31:0]  a_new, b_new, c_new, d_new, e_new, f_new, g_new, h_new;
    compression_algorithm_stage1 CA1(
        .w_i1(w_i1),
        .k_i1(k_i1),
        .w_i2(w_i2),
        .k_i2(k_i2),
        .a(a),
        .b(b),
        .c(c),
        .d(d),
        .e(e),
        .f(f),
        .g(g),
        .h(h),
        .a_dash(a_dash),
        .b_dash(b_dash),
        .e_dash(e_dash),
        .f_dash(f_dash),
        .p1(p1),
        .p2(p2),
        .p3(p3),
        .p4(p4),
        .p5(p5));    
    reg [31:0] a_cap, b_cap, e_cap, f_cap;
    reg [31:0] p1_cap, p2_cap, p3_cap, p4_cap, p5_cap;
    always @(posedge clk) begin
        a_cap <= a_dash;
        b_cap <= b_dash;
        e_cap <= e_dash;
        f_cap <= f_dash;
        p1_cap <= p1;
        p2_cap <= p2;
        p3_cap <= p3;
        p4_cap <= p4;
        p5_cap <= p5;
    end
    compression_algorithm_stage2 CA2(
        .a_dash(a_cap),
        .b_dash(b_cap),
        .e_dash(e_cap),
        .f_dash(f_cap),
        .p1(p1_cap),
        .p2(p2_cap),
        .p3(p3_cap),
        .p4(p4_cap),
        .p5(p5_cap),
        .a_new(a_new),
        .b_new(b_new),
        .c_new(c_new),
        .d_new(d_new),
        .e_new(e_new),
        .f_new(f_new),
        .g_new(g_new),
        .h_new(h_new));
    always @(*) begin
        if(reset) begin
            a = h0;
            b = h1;
            c = h2;
            d = h3;
            e = h4;
            f = h5;
            g = h6;
            h = h7;
        end
        else begin
            a = a_new;
            b = b_new;
            c = c_new;
            d = d_new;
            e = e_new;
            f = f_new;
            g = g_new;
            h = h_new;
        end
    end
    reg [31:0] h0_out, h1_out, h2_out, h3_out, h4_out, h5_out, h6_out, h7_out;
    always @(posedge clk) begin
        if(select) begin
            h0_out <= h0 + a;
            h1_out <= h1 + b;
            h2_out <= h2 + c;
            h3_out <= h3 + d;
            h4_out <= h4 + e;
            h5_out <= h5 + f;
            h6_out <= h6 + g;
            h7_out <= h7 + h;
        end
        else begin
            h0_out <= h0_out;
            h1_out <= h1_out;
            h2_out <= h2_out;
            h3_out <= h3_out;
            h4_out <= h4_out;
            h5_out <= h5_out;
            h6_out <= h6_out;
            h7_out <= h7_out;
        end
    end
    assign hashvalue = {h0_out, h1_out, h2_out, h3_out, h4_out, h5_out, h6_out, h7_out};
endmodule
module S0(
    input  wire [31:0] X,
    output wire [31:0] Y);
    assign Y = ( {X[1:0],X[31:2]} ^ {X[12:0],X[31:13]} ^ {X[21:0],X[31:22]} );
endmodule
module S1(
    input  wire [31:0] X,
    output wire [31:0] Y);
    assign Y = ( {X[5:0],X[31:6]} ^ {X[10:0],X[31:11]} ^ {X[24:0],X[31:25]} );
endmodule
module compression_algorithm_stage1(
    input wire [31:0] w_i1,
    input wire [31:0] k_i1,
    input wire [31:0] w_i2,
    input wire [31:0] k_i2,
    input wire [31:0] a,
    input wire [31:0] b,
    input wire [31:0] c,
    input wire [31:0] d,
    input wire [31:0] e,
    input wire [31:0] f,
    input wire [31:0] g,
    input wire [31:0] h,
    output wire [31:0] a_dash,
    output wire [31:0] b_dash,
    output wire [31:0] e_dash,
    output wire [31:0] f_dash,
    output wire [31:0] p1,
    output wire [31:0] p2,
    output wire [31:0] p3,
    output wire [31:0] p4,
    output wire [31:0] p5
);    
    assign a_dash = a;
    assign b_dash = b;
    assign e_dash = e;
    assign f_dash = f;
    wire [31:0] t1, t2, t3, t4, t5, t6; 
    wire [31:0] Ch, Maj, s0, s1;
    S1 S1(
        .X(e)  ,
        .Y(s1));
    S0 S0(
        .X(a) ,
        .Y(s0));
    assign Ch    = (e & f) ^ ((~e) & g);
    assign Maj   = (a & b) ^ (a & c) ^ (b & c);
    assign t1 = w_i2 + k_i2;
    assign p4 = t1 + g;           
    assign p5 = p4 + c;           
    assign t2 = w_i1 + k_i1;     
    assign t3 = t2   + h;       
    assign t4 = s1   + Ch;
    assign p3 = t3   + t4;        
    assign t5 = h + d;
    assign t6 = t5 + t2;
    assign p2 = t4 + t6;          
    assign p1 = s0 + Maj;         
endmodule
module compression_algorithm_stage2(
    input wire [31:0] a_dash,
    input wire [31:0] b_dash,
    input wire [31:0] e_dash,
    input wire [31:0] f_dash,
    input wire [31:0] p1,
    input wire [31:0] p2,
    input wire [31:0] p3,
    input wire [31:0] p4,
    input wire [31:0] p5,
    output wire [31:0] a_new,
    output wire [31:0] b_new,
    output wire [31:0] c_new,
    output wire [31:0] d_new,
    output wire [31:0] e_new,
    output wire [31:0] f_new,
    output wire [31:0] g_new,
    output wire [31:0] h_new
);
    assign f_new = p2;
    assign b_new = p1 + p3;     
    assign c_new = a_dash;
    assign d_new = b_dash;
    assign g_new = e_dash;
    assign h_new = f_dash;
    wire [31:0] Ch, Maj, s0, s1;
    S1 S1(
        .X(p2)  ,
        .Y(s1));
    S0 S0(
        .X(b_new) ,
        .Y(s0));
    assign Ch = (p2 & e_dash) ^ ((~p2) & f_dash);
    assign Maj = (a_dash & b_dash) ^ (b_dash & b_new) ^ (a_dash & b_new);
    wire [31:0] t1, t2, t3;
    assign t1 = Ch + s1;
    assign t2 = p4 + t1;
    assign t3 = Maj + s0;
    assign a_new = t2 + t3;   
    assign e_new = t1 + p5;
endmodule
==> flow/run.sh <==
#!/bin/bash
# OpenROAD 26Q1-2900-gdf79404cd8, Yosys 0.63+post, stock flow scripts
make -C /OpenROAD-flow-scripts/flow DESIGN_CONFIG=/design/flow/config.mk WORK_HOME=/design/flow/orfs finish
==> flow/config.mk <==
export PLATFORM = sky130hd
export DESIGN_NAME = shapipe
export DESIGN_NICKNAME = shapipe
export VERILOG_FILES = /design/flow/design.v
export SDC_FILE = /design/flow/constraint.sdc
export NUM_CORES = 4
export LEC_CHECK = 1
export CORE_UTILIZATION = 30
==> flow/constraint.sdc <==
current_design shapipe

set clk_period 52.6
set clk_io_pct 0.2

create_clock -name clk0 -period $clk_period [get_ports {clk}]

set non_clock_inputs [all_inputs -no_clocks]
set_input_delay [expr $clk_period * $clk_io_pct] -clock clk0 $non_clock_inputs
set_output_delay [expr $clk_period * $clk_io_pct] -clock clk0 [all_outputs]
==> results.cfg <==
; physical design summary
[clock_network]
clkTransAtPathRegs_ns = 0.06
clock_sinks = 2787
cts-buffers-inserted = 336
post_cts.repair.setup_buffers = 0
cts.root.buffer_cell = clkbuf_16
tritoncts_clock_tree = done
cts_hold_repair.buffers = 0
maximum_level_of_the_cts_h_tree = 5
clock_latency_ns = 1.11
post_cts_resized = 0
clock_tree.buffer_depth = 4

[synth]
synth_cell_types = 113
yosysWarningCount = 2
postSynthRegisterBits = 2787
synth_chip_area_mm2 = 0.216
ys_cells = 16798
synth_area_per_cell_um2 = 12.9
syn_inst = 16798
netlist_area_mm2 = 0.216
netlist.top_cell.by_area = mux4_2
seq_area_frac_synth_pct = 36.5
synth_top_flop_cell = edfxtp_1
number_of_synthesized_flops_with_an_enable_pin = 2305
synth_largest_type_area_fraction_pct = 33.3
netlist_top_cells_area = mux4_2 (33%), edfxtp_1 (32%), dfxtp_1 (4.5%), nor2_1 (3.6%), xnor2_1 (3.3%)
synth-async-reset-ratio_pct = 0

[worst_setup_path]
r2r_startpoint = hash.p2_cap[26]
crit_family = buffers and inverters
cp-start-kind = primary input
timing.critical_path.to_type = flop
path_buffers = 6
cells_on_worst_reg2reg_path = 52
timing.critical_path.fanout_max = 32
worstPathArrival_ns = 13.79
cell_count_along_the_critical_path = 7
timing.critical_path.slowest_stage_cell = clkinv_2
path_cells = buf_2 > buf_4 > clkinv_2 > buf_4 > buf_4 > nand2_2 > buf_4
r2r-end = hash.p3_cap[29]
worst_setup_path_startpoint = reset
required_time_at_the_worst_slack_endpoint_ns = 53.30
r2r_setup_slk_ns = 39.89
critical_path_class = in -> reg
path_common_cell = buf_4
critical-path-max-stage-delay_ns = 0.67
critical_path.endpoint = w[51][24]

[timing]
grt_setup_unrepaired = false
timing.final.crit_period_ns = 13.09
layout_worst_path_cycle_share_pct = 24.9
layout_setup_ws_ns = 39.51
max_freq_ghz = 0.0764
timing.clock.skew_ns = 0.125
slew_worst_pin_ns = 1.12
max-slew-margin-rel_pct = 22.9
report.final.hold_viol_count = 0
timing.setup.tns_ns = 0
finalSetupViolCount = 0
timing_max_transition_violations_final = 0

[worst_hold_path]
hold_path.class = reg -> reg

[final_layout]
largest_register_ffs = 2048
registers.top_by_ff_count = w
flow.area_growth_from_synthesis_pct = 15.7
post_route_cells_drive_above_1_share_pct = 29.1
post-route-util_pct = 34.9
stdcell_count = 27267

[routing]
vias = 164621
routed_via_density = 6.04
drt-total-wl_um = 1040000
drt-wirelength-per-cell_um = 38.3
first_iter_violations = 14851
antenna_left = 0
drtPass1Iterations = 9
drt_drc_violations_left = 0

[place]
final_hpwl_dp_um = 773000
placement.setup.worst_slack_ns = 38.60
finalWeightedCongestion = 1.06
port-buffer-count = 770
placedCellCount = 26508

[floorplan]
number_of_placement_rows = 311
die_w_um = 851
placeable_core_region_mm2 = 0.718
ios = 771
floorplanUtilization_pct = 30.1
die_height_um = 851
floorplan.die_area_mm2 = 0.724

[job]
warning_count = 43
timing.max_cap.violations = 0

[global_routing]
wire_length_of_the_first_global_routing_pass_um = 1410000
overall_global_routing_usage_pct = 30.1
pin_count_of_the_biggest_net_entering_global_routing = 87
globalRouteOverflowTotal = 0
first_global_vias = 169736
number_of_antenna_violations_at_the_first_check_in_global_routing = 109

[run_status]
outcome = finished clean
cells in the final DEF (no fill, tap or decap), types with 41 or more instances in the layout:
| cell type | synthesis | routed |
|---|---|---|
| mux4_2 | 3200 | 3200 |
| edfxtp_1 | 2305 | 2305 |
| nor2_1 | 2099 | 2098 |
| nand2_1 | 1196 | 1071 |
| buf_4 | 0 | 874 |
| o21ai_0 | 849 | 821 |
| xnor2_1 | 814 | 808 |
| clkdlybuf4s50_1 | 0 | 769 |
| inv_1 | 646 | 643 |
| a21oi_1 | 514 | 505 |
| dfxtp_1 | 482 | 438 |
| ha_1 | 438 | 436 |
| clkbuf_16 | 0 | 342 |
| fa_1 | 319 | 319 |
| mux2i_1 | 369 | 311 |
| xor2_1 | 262 | 256 |
| a21o_1 | 188 | 188 |
| nor3_1 | 164 | 164 |
| diode_2 | 0 | 146 |
| nand3_1 | 136 | 135 |
| nor2b_1 | 112 | 112 |
| nand2_2 | 0 | 109 |
| or2_2 | 103 | 103 |
| o21bai_1 | 69 | 69 |
| o21a_1 | 67 | 67 |
| nand2b_1 | 61 | 60 |
| clkbuf_1 | 1134 | 58 |
| a211oi_1 | 54 | 54 |
| mux2_2 | 51 | 51 |
| a31oi_1 | 53 | 50 |
| clkinv_1 | 3 | 48 |
| and2_1 | 47 | 47 |
| or3_1 | 47 | 46 |
| clkinv_2 | 0 | 43 |
| o21ai_1 | 35 | 41 |
layer usage:
metal	track usage [%]	vias up	share of wire, %
met3	20.2	3072	16
li1	-	66366	-
met4	23.3	140	11
met2	42.6	13136	43
met1	30.8	81907	30
met5	3.00	-	0.38
stage by stage:
step                      area (um^2)  hold slack, ns
after floorplan                216000           0.310
after global placement         239000           0.315
after detailed placement       239000           0.315
after CTS                      250000           0.329
after global routing           250000           0.344
final                          250000           0.323
final cells by class:
| type | instances | area (um^2) |
|---|---|---|
| Fill cell | 68827 | 467000 |
| Multi-Input combinational cell | 11859 | 130000 |
| Sequential cell | 2787 | 79000 |
| Timing Repair Buffer | 1666 | 14700 |
| Tap cell | 9546 | 11900 |
| Clock buffer | 413 | 8950 |
| Inverter | 650 | 2460 |
| Clock inverter | 200 | 2330 |
| Antenna cell | 146 | 365 |
logic make-up after synthesis:
logic type | share of synthesized area (%)
buffers and inverters | 3.76
xor gates and xnor gates | 4.42
and+or+nand+nor | 8.11
muxes | 35.3
adders and majority gates | 5.63
AOI/OAI and AO/OA | 6.28
DFF | 36.5
worst reg2reg max path, delay by kind of cell (launching register included):
family	cells	cell delay, ns
compound gates	23	5.25
xor+xnor	7	1.87
fa+ha+maj	5	2.12
buf+inv	4	0.45
flops	1	0.71
simple gates	13	2.23
synthesized netlist by cell type, drive strengths merged (56+ instances only):
master	number
nor2	2101
mux4	3200
nand2b	61
inv	647
fa	319
a21oi	519
clkbuf	1136
ha	438
xor2	263
nor3	169
mux2i	372
or2	106
nand2	1196
a21o	188
o21a	67
nor2b	112
o21ai	889
dfxtp	482
edfxtp	2305
xnor2	816
nand3	136
o21bai	70
buf	366
a211oi	56
worst min-delay path by stage:
stage | from | endpoint | slack [ns] | cells after the start
5_1_grt | ready_dash | ready | 0.34 | 0
4_1_cts | ready_dash | ready | 0.33 | 0
6_report | ready_dash | ready | 0.32 | 0
